--- run.sh ---
#!/bin/bash
# OpenROAD 26Q1-2900-gdf79404cd8, Yosys 0.63+post, stock flow scripts
make -C /OpenROAD-flow-scripts/flow DESIGN_CONFIG=/design/flow/config.mk WORK_HOME=/design/flow/orfs finish
--- config.mk ---
export PLATFORM = sky130hd
export DESIGN_NAME = top
export DESIGN_NICKNAME = top
export VERILOG_FILES = /design/flow/design.v
export SDC_FILE = /design/flow/constraint.sdc
export NUM_CORES = 4
export LEC_CHECK = 1
export CORE_UTILIZATION = 40
export SYNTH_MEMORY_MAX_BITS = 65536
--- constraint.sdc ---
current_design top

set clk_period 2291.0
set clk_io_pct 0.2

create_clock -name clk0 -period $clk_period [get_ports {clk}]

set non_clock_inputs [all_inputs -no_clocks]
set_input_delay [expr $clk_period * $clk_io_pct] -clock clk0 $non_clock_inputs
set_output_delay [expr $clk_period * $clk_io_pct] -clock clk0 [all_outputs]
--- design.v ---
`timescale 1ns / 1ps
module control_unit (
    input logic clk,
    input logic RST,
    input logic pA_stb,
    input logic pA_cyc,
    input logic pA_CS, 
    input logic pB_stb,
    input logic pB_cyc,
    input logic pB_CS, 
    output logic sel0,
    output logic sel1,
    output logic pA_stall,
    output logic pB_stall,
    output logic EN0,
    output logic EN1,
    output logic pA_ack,
    output logic pB_ack,
    output logic reset
);
logic port_priority;
logic pA_req;
logic pB_req;
typedef enum logic [1:0] { 
    IDLE = 2'b00,
    PORT_A = 2'b01,
    PORT_B = 2'b10,
    PORT_A_B = 2'b11
} state_t;
 state_t PS, NS;
always_comb begin
    pA_req = pA_cyc && pA_stb;
    pB_req = pB_cyc && pB_stb;
end
always_ff @(posedge clk or negedge RST) begin
    if (!RST) begin
        PS <= IDLE;
        reset <= 1;
        port_priority <= 0;
    end else begin
        reset <= 0;
        PS <= NS;
        if (pA_req && pB_req && (pA_CS == pB_CS)) begin
            port_priority <= ~port_priority;
        end
    end 
end
always_comb begin
    sel0 = 0;
    sel1 = 0;
    pA_stall = 0;
    pB_stall  = 0;
    EN0  = 0;
    EN1  = 0;
    pA_ack = 0;
    pB_ack = 0;
    NS = PS;
    case (PS) 
        IDLE: begin
            if (pA_req && pB_req) begin
                if (pA_CS != pB_CS) begin  
                    sel0 = pA_CS;
                    EN0 = 1;
                    sel1 = pB_CS;
                    EN1 = 1;
                    NS = PORT_A_B;
                end else begin  
                    pA_stall = port_priority;
                    pB_stall = ~port_priority;
                    if (port_priority) begin
                        if (pB_CS) begin
                            sel1 = 1;
                            EN1 = 1;
                        end else begin
                            sel0 = 1;
                            EN0 = 1;
                        end
                        NS = PORT_B;
                    end else begin
                        if (pA_CS) begin
                            sel1 = 0;
                            EN1 = 1;
                        end else begin
                            sel0 = 0;
                            EN0 = 1;
                        end
                        NS = PORT_A;
                    end
                end
            end
            if (pB_req) begin
                if (pB_CS) begin
                    sel1 = 1;
                    EN1 = 1;
                end else begin
                    sel0 = 1;
                    EN0 = 1;
                end
                NS = PORT_B;
            end
            if (pA_req) begin
                if (pA_CS) begin
                    sel1 = 0;
                    EN1 = 1;
                end else begin
                    sel0 = 0;
                    EN0 = 1;
                end
                NS = PORT_A;
            end else NS = IDLE;
        end
        PORT_A: begin
            pA_ack = 1;                
            if (pB_req) begin
                if (pB_CS) begin
                    sel1 = 1;
                    EN1 = 1;
                end else begin
                    sel0 = 1;
                    EN0 = 1;
                end
                NS = PORT_B;
            end
            else NS = IDLE;
        end
        PORT_B: begin
            pB_ack = 1;
            if (pA_req) begin
                if (pA_CS) begin
                    sel1 = 0;
                    EN1 = 1;
                end else begin
                    sel0 = 0;
                    EN0 = 1;
                end
                NS = PORT_A;
            end else NS = IDLE;
        end
        PORT_A_B: begin
            pA_ack = 1;
            pB_ack = 1;
            NS = IDLE;
        end
        default: NS = IDLE;
    endcase
end
endmodule
`timescale 1ns/1ps
`default_nettype        none
module DFFRAM256x32  (
        CLK,
        WE0,
        EN0,
        Di0,
        Do0,
        A0
);
       localparam A_WIDTH = 8;
       localparam NUM_WORDS = 2**A_WIDTH;
       input   wire                         CLK;
       input   wire    [3:0]                WE0;
       input   wire                         EN0;
       input   wire    [31:0]               Di0;
       output  reg     [31:0]               Do0;
       input   wire    [(A_WIDTH - 1): 0]   A0;
       reg [31:0] RAM[(NUM_WORDS-1): 0];
       always @(posedge CLK)
           if(EN0) begin
               Do0 <= RAM[A0];
               if(WE0[0]) RAM[A0][ 7: 0] <= Di0[7:0];
               if(WE0[1]) RAM[A0][15: 8] <= Di0[15:8];
               if(WE0[2]) RAM[A0][23:16] <= Di0[23:16];
               if(WE0[3]) RAM[A0][31:24] <= Di0[31:24];
           end
           else
               Do0 <= 32'b0;
    endmodule
`timescale 1ns / 1ps
module top (
    input logic clk,
    input logic RST_N,
    input logic pA_stb_i,
    input logic pA_cyc_i,
    input logic [3:0] pA_we_i,
    input logic [10:0] pA_addr_i,
    input logic [31:0] pA_data_i,
    output logic pA_stall_o,
    output logic pA_ack_o,
    output logic [31:0] pA_data_o,
    input logic pB_stb_i,
    input logic pB_cyc_i,
    input logic [3:0] pB_we_i,
    input logic [10:0] pB_addr_i,
    input logic [31:0] pB_data_i,
    output logic pB_stall_o,
    output logic pB_ack_o,
    output logic [31:0] pB_data_o
);
logic [3:0] WE0, WE1;
logic [31:0] Di0, Di1;
logic [31:0] Do0, Do1;
logic [7:0] A0, A1;
logic sel_0, sel_1;
logic EN_0, EN_1;
logic reset;
always_comb begin
    if (!sel_0) begin
        WE0 = pA_we_i;
        Di0 = pA_data_i;
        A0 = pA_addr_i[9:2];
    end else begin
        WE0 = pB_we_i;
        Di0 = pB_data_i;
        A0 = pB_addr_i[9:2];
    end
end
always_comb begin
    if (!sel_1) begin
        WE1 = pA_we_i;
        Di1 = pA_data_i;
        A1 = pA_addr_i[9:2];
    end else begin
        WE1 = pB_we_i;
        Di1 = pB_data_i;
        A1 = pB_addr_i[9:2];
    end
end
control_unit controller(
    .clk(clk),
    .RST(RST_N),
    .pA_stb(pA_stb_i),
    .pA_cyc(pA_cyc_i),
    .pA_CS(pA_addr_i[10]), 
    .pB_stb(pB_stb_i),
    .pB_cyc(pB_cyc_i),
    .pB_CS(pB_addr_i[10]), 
    .sel0(sel_0),
    .sel1(sel_1),
    .pA_stall(pA_stall_o),
    .pB_stall(pB_stall_o),
    .EN0(EN_0),
    .EN1(EN_1),
    .pA_ack(pA_ack_o),
    .pB_ack(pB_ack_o),
    .reset(reset)
);
DFFRAM256x32 RAM0(
        .CLK(clk),
        .WE0(WE0),
        .EN0(EN_0),
        .Di0(Di0),
        .Do0(Do0),
        .A0(A0)
);
DFFRAM256x32 RAM1(
        .CLK(clk),
        .WE0(WE1),
        .EN0(EN_1),
        .Di0(Di1),
        .Do0(Do1),
        .A0(A1)
);
always_comb begin
    pA_data_o = 32'b0;
    pB_data_o = 32'b0;
    if (!pA_addr_i[10] && (pA_we_i == 0) && pA_ack_o) begin
        pA_data_o = Do0;
    end else begin
        pA_data_o = Do1;
    end
    if (!pB_addr_i[10] && (pB_we_i == 0) && pB_ack_o) begin
        pB_data_o = Do0;
    end else begin
        pB_data_o = Do1;
    end
end
endmodule
==> impl.org <==
#+TITLE: Flow metrics

** Clocking
- TritonCTS clock tree :: built
- Clk ins delay skew pair :: 1.44 ns
- In the CTS report, the clock slew at the register clock pins of the worst setup and hold paths is listed as 0.06 ns.
- Looking at the post-CTS report, the setup buffer insertion count equals 0.
- Hold bufs inserted after CTS :: 0
- Buffers from clock root to sink, at most :: 6
- The CTS log lists the clock sinks for this run as 16.5k.
- CTS buffer count :: 1,699
- H-tree Lvls :: 7
- In this run, post-CTS repair resized a total of 0 instances.
- Root buffer cell :: clkbuf_16

** STA
- Worst Max-Slew Pin Slew :: 1.36 ns
- Worst clock skew :: 0.186 ns
- The final timing summary puts the cycle share of the worst path at 0.401.
- RSZ-0062 raised after global routing :: false
- Max transition margin :: 0.0822
- Upper clock frequency limit :: 0.00109 GHz
- Setup violations, final :: 0
- For the final routed database, the setup TNS stands at 0 ns.
- Final hold viol count :: 0
- The final max-slew violation count recorded for this run is 0.
- For the finished layout, the period the worst path requires is 919.44 ns.

** Placed design
- PortBufs :: 163
- Once detailed placement completed, the half-perimeter wirelength came to 1,310,000 um.
- Per the gpl log, the routability congestion estimate is 0.949.
- Per the placement report, the placed cell count is 59.7k.

** Routing
- Post-detailed-route wirelength per cell :: 32.9 um
- Wire length reported by the detailed router :: 2,090,000 um
- Via-per-instance ratio :: 5.79
- Drt first-iter violations :: 26.3k
- First-pass DRT Iterations :: 8
- Via count of the routed design :: 367k
- DRC violation count after routing :: 0
- The count of nets left with antenna violations once routing finished came out at 0.

** Yosys
- Area share of xor/xnor cells in the synthesized design :: 0.0000137
- The synthesis run identifies the leading combinational cell family as multiplexers.
- Count of instantiated cells in the yosys netlist :: 39.4k
- MUX area fraction :: 0.0860
- Per the synth log, the flip-flop and latch total comes to 16.5k.
- Summed over all instances, the cell type with the most area after synthesis is edfxtp_1.
- Area reported by Yosys stat :: 640,000 um^2
- Per Yosys stat, the portion of area used by sequential elements is 0.771.
- Flip-flops with a built-in enable :: 16.4k
- Mapped cell area :: 640,000 um^2
- Each instance of the synthesized netlist takes up on average 16.2 um^2.
- The cell-mix breakdown from Yosys lists the compound-gate area share as 0.0439.
- Yosys adder share :: 0.0000391
- Dominant flop cell :: edfxtp_1
- Counting every instance in the synthesized netlist gives 39.4k.
- In the post-synthesis netlist, the biggest area contributors are edfxtp_1 77%, mux4_2 4.8%, nand2_1 4.2%, mux2i_1 3.7%, nand3_1 1.4%.
- Of the total synthesized cell area, the portion taken by AND, OR, NAND and NOR gates is 0.0809.
- Number of library cell types mapped by synthesis :: 76
- The area fraction of the largest cell type after synthesis is 0.769.
- The Yosys step of the flow raised 3 warnings.
- Yosys reported that registers with async set or reset make up 0.000243.

** Critical path
- The critical path crosses 7 cells after its start point.
- Startpoint class of the critical path :: input port
- Critical path arrival :: 461.24 ns
- The report shows a maximum critical-path fanout of 12.
- In this run the register-to-register setup slack is 2281.78 ns.
- By startpoint and endpoint, the worst setup path is classified as input port to output pin.
- Number of buffers and inverters on the critical path :: 5
- Among cell families on the critical path, the largest total delay comes from buffers and inverters.
- STA classifies the critical path endpoint as an output pin.
- Req. time, crit path :: 1832.80 ns
- Slowest Stage Delay on Critical Path :: 0.74 ns
- Endpoint of the most critical register-to-register path :: RAM1.Do0[5]$_SDFF_PN0_
- Count of cells along the worst register-to-register path :: 18
- In this run the worst setup path terminates at pB_data_o[7].
- Cell with the largest stage delay on the worst path :: buf_4
- Beginning of the worst register-to-register path :: controller.PS[1]$_DFF_PN0_
- Sequence of cells on the critical path :: clkdlybuf4s50_1 > inv_1 > nand3_4 > buf_4 > buf_4 > mux2_2 > clkdlybuf4s50_1
- Worst setup path start :: pB_addr_i[10]

** Final layout
- Synth-to-layout area growth :: 13.3%
- Filler cell count in the final layout :: 132k
- The sequential cells in the finished layout cover a total of 493,000 um^2.
- Leaving out buffers and inverters, the combinational logic in the layout accounts for 137,000 um^2.
- Fraction of final layout cells sized beyond drive strength 1 :: 0.132
- Final Instance Count excl. Fillers :: 63.4k

** Global routing
- Initial antenna violation count :: 211
- Met1 Use GR :: 0.287
- Entering global routing, the biggest net connects 148 pins.
- Aggregate global routing overflow :: 0
- Overall global routing resource usage :: 0.282
- Global-route wire length before repair :: 2,900,000 um
- Met2 track utilization from global routing :: 0.379
- M3 GR Usage :: 0.272
- Most heavily used metal layer in global routing :: met2
- The number of global-route vias before repair is 388k.

** Die
- Number of I/O pins :: 168
- Die Size :: 1,600,000 um^2
- The die is 1270 um tall.
- Per the OpenROAD floorplan log, the width of the die is 1270 um.
- Core area :: 1,600,000 um^2
- Number of rows in the core area :: 464
- Init Core Util :: 0.401

** Power and ir drop
- The worst VDD IR drop from the latest analysis is 0.000000736 V.
- Pwr dens :: 0.899 nW/um^2
- P_leak :: 233 nW

** Outcome
- Run status :: completed

** Job
- Tool Warnings :: 161
- The run reported a max-capacitance violation count of 0.

** Worst hold path
- Min-Delay Path Class :: flip-flop to flip-flop
[through the flow]
| step | setup WS [ns] | util | cell area [um^2] | total power, mW | hold WS [ns] |
|---|---|---|---|---|---|
| after global placement | 1371.34 | 0.421 | 671000 | 0.394 | 0.534 |
| after detailed placement | 1371.39 | 0.421 | 671000 | 0.394 | 0.510 |
| after CTS | 1371.35 | 0.453 | 723000 | 0.653 | 0.519 |
| after global routing | 1371.38 | 0.454 | 724000 | 0.668 | 0.531 |
| after floorplan | 1373.37 | - | 640000 | 0.370 | 0.496 |
| final | 1371.56 | 0.454 | 725000 | 0.652 | 0.519 |
[metal layers]
layer / part of all wire / up-vias
met4: 0.056 / 353
met5: 0.0060 / -
met3: 0.22 / 4615
li1: - / 156000
met2: 0.43 / 26000
met1: 0.29 / 181000
[sequential cells by signal, summed over array words and instances, names as in the netlist]
| name | cells |
|---|---|
| RAM1.RAM | 8192 |
| RAM1.Do0 | 32 |
| RAM0.RAM | 8192 |
| RAM0.Do0 | 32 |
| controller.port_priority | 1 |
| controller.PS | 3 |
[worst min path at each step]
| stage | startpoint | depth (start not counted) | slack [ns] | end |
|---|---|---|---|---|
| CTS | controller.PS[0]$_DFF_PN1_ | 2 | 0.52 | controller.PS[2]$_DFF_PN0_ |
| global route | controller.PS[0]$_DFF_PN1_ | 2 | 0.53 | controller.PS[2]$_DFF_PN0_ |
| finish | controller.PS[0]$_DFF_PN1_ | 2 | 0.52 | controller.PS[2]$_DFF_PN0_ |
[report_power, final]
group / leakage (nW) / internal (mW) / total, mW / switching (mW)
registers: 148 / 0.334 / 0.334 / 0.000208
clock network: 25.5 / 0.150 / 0.263 / 0.112
logic: 60.0 / 0.0145 / 0.0550 / 0.0404
[cell usage after synthesis, types with 65 or more instances]
cell and count:
edfxtp_1 16400, clkbuf_1 1259, a311oi_1 467, or4_1 70, nor4_1 446, nand2_1 7233
buf_2 697, mux4_2 1356, a31oi_1 364, nand3_1 1821, o22ai_1 1139, nand4_1 79
a41oi_1 288, and3_1 465, o21ai_0 130, buf_1 516, buf_6 66, nor2_1 2174
a21oi_1 1056, a211oi_1 220, o41ai_1 65, mux2i_1 2333, o221ai_1 108, mux2_2 98
[worst reg2reg max path, cell delays in order, from the launching register on]
cell and delay [ns]:
dfrtp_1 0.51, a31o_2 0.31, a22oi_1 0.33, and2_4 0.80, buf_4 0.86, buf_4 0.53, buf_4 0.73, buf_4 0.66
buf_4 0.51, buf_4 0.59, buf_4 0.58, mux2i_1 0.27, o22ai_1 0.11, or4_1 0.40, o21ai_0 0.45, o21ai_0 0.50
nor4_1 0.40, buf_4 0.23, a31oi_2 0.21
[cell type report]
cell class,count,area share
diodes,719,0.00248
clock buffers,2088,0.0612
clock inverters,897,0.0105
inverters,5,0.0000259
multi-input cells,20400,0.189
flip-flops and latches,16500,0.681
well taps,21200,0.0366
repair buffers,1670,0.0193
[cell families (layout without fill, tap and decap cells)]
family | Yosys count | count (layout)
and+or+nand+nor | 12400 | 12400
adders and majority gates | 2 | 2
AOI/OAI and AO/OA | 4192 | 4192
muxes | 3787 | 3787
xor gates and xnor gates | 1 | 1
DFF | 16500 | 16500
buffers and inverters | 2604 | 4660
other | 0 | 719
[placed cells by master, fill, tap and decap left out, types with 219 or more instances in the layout]
cell type  Yosys  final
buf_4         50   1423
and3_1       465    465
o22ai_1     1139   1137
diode_2        0    719
mux2i_1     2333   2329
nand3_1     1821   1812
nand2_1     7233   7120
a211oi_1     220    219
clkbuf_1    1259    367
a21oi_1     1056   1049
clkbuf_16      0   1715
clkinv_2       0    293
clkinv_1       0    384
nor4_1       446    439
nor2_1      2174   2130
mux4_2      1356   1356
a311oi_1     467    467
edfxtp_1   16400  16400
a31oi_1      364    351
a41oi_1      288    286
Power and IR drop assume default switching activity.
